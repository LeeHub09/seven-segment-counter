==> ./design.v <==
module Binary_To_Seven_Segment
	(input i_Clk,
	input [3:0] i_Binary_Number,
	output o_Segment_A,
	output o_Segment_B,
	output o_Segment_C,
	output o_Segment_D,
	output o_Segment_E,
	output o_Segment_F,
	output o_Segment_G);
	reg r_Segment_A = 1'b0;
	reg r_Segment_B = 1'b0;
	reg r_Segment_C = 1'b0;
	reg r_Segment_D = 1'b0;
	reg r_Segment_E = 1'b0;
	reg r_Segment_F = 1'b0;
	reg r_Segment_G = 1'b0;
	always @(posedge i_Clk)
	begin
		if (i_Binary_Number == 0)
		begin
			r_Segment_A <= 1'b1;
			r_Segment_B <= 1'b1;
			r_Segment_C <= 1'b1;
			r_Segment_D <= 1'b1;
			r_Segment_E <= 1'b1;
			r_Segment_F <= 1'b1;
			r_Segment_G <= 1'b0;	
		end
		else if (i_Binary_Number == 1)
		begin
			r_Segment_A <= 1'b0;
			r_Segment_B <= 1'b1;
			r_Segment_C <= 1'b1;
			r_Segment_D <= 1'b0;
			r_Segment_E <= 1'b0;
			r_Segment_F <= 1'b0;
			r_Segment_G <= 1'b0;	
		end
		else if (i_Binary_Number == 2)
		begin
			r_Segment_A <= 1'b1;
			r_Segment_B <= 1'b1;
			r_Segment_C <= 1'b0;
			r_Segment_D <= 1'b1;
			r_Segment_E <= 1'b1;
			r_Segment_F <= 1'b0;
			r_Segment_G <= 1'b1;	
		end	
		else if (i_Binary_Number == 3)
		begin
			r_Segment_A <= 1'b1;
			r_Segment_B <= 1'b1;
			r_Segment_C <= 1'b1;
			r_Segment_D <= 1'b1;
			r_Segment_E <= 1'b0;
			r_Segment_F <= 1'b0;
			r_Segment_G <= 1'b1;	
		end
		else if (i_Binary_Number == 4)
		begin
			r_Segment_A <= 1'b0;
			r_Segment_B <= 1'b1;
			r_Segment_C <= 1'b1;
			r_Segment_D <= 1'b0;
			r_Segment_E <= 1'b0;
			r_Segment_F <= 1'b1;
			r_Segment_G <= 1'b1;	
		end
		else if (i_Binary_Number == 5)
		begin
			r_Segment_A <= 1'b1;
			r_Segment_B <= 1'b0;
			r_Segment_C <= 1'b1;
			r_Segment_D <= 1'b1;
			r_Segment_E <= 1'b0;
			r_Segment_F <= 1'b1;
			r_Segment_G <= 1'b1;	
		end
		else if (i_Binary_Number == 6)
		begin
			r_Segment_A <= 1'b1;
			r_Segment_B <= 1'b0;
			r_Segment_C <= 1'b1;
			r_Segment_D <= 1'b1;
			r_Segment_E <= 1'b1;
			r_Segment_F <= 1'b1;
			r_Segment_G <= 1'b1;	
		end	
		else if (i_Binary_Number == 7)
		begin
			r_Segment_A <= 1'b1;
			r_Segment_B <= 1'b1;
			r_Segment_C <= 1'b1;
			r_Segment_D <= 1'b0;
			r_Segment_E <= 1'b0;
			r_Segment_F <= 1'b0;
			r_Segment_G <= 1'b0;	
		end
		else if (i_Binary_Number == 8)
		begin
			r_Segment_A <= 1'b1;
			r_Segment_B <= 1'b1;
			r_Segment_C <= 1'b1;
			r_Segment_D <= 1'b1;
			r_Segment_E <= 1'b1;
			r_Segment_F <= 1'b1;
			r_Segment_G <= 1'b1;	
		end	
		else if (i_Binary_Number == 9)
		begin
			r_Segment_A <= 1'b1;
			r_Segment_B <= 1'b1;
			r_Segment_C <= 1'b1;
			r_Segment_D <= 1'b1;
			r_Segment_E <= 1'b0;
			r_Segment_F <= 1'b1;
			r_Segment_G <= 1'b1;	
		end
	end
	assign o_Segment_A = r_Segment_A;
	assign o_Segment_B = r_Segment_B;
	assign o_Segment_C = r_Segment_C;
	assign o_Segment_D = r_Segment_D;
	assign o_Segment_E = r_Segment_E;
	assign o_Segment_F = r_Segment_F;
	assign o_Segment_G = r_Segment_G;
endmodule
module Debounce_Switch
	(input i_Clk,
	input i_Switch,
	output o_Switch);
	parameter c_DEBOUNCE_LIMIT = 250000;  
	reg [17:0] r_Count = 0;
	reg r_State = 1'b0;
	always @(posedge i_Clk)
	begin
		if (i_Switch != r_State && r_Count < c_DEBOUNCE_LIMIT)
			r_Count <= r_Count + 1;
		else if (r_Count == c_DEBOUNCE_LIMIT)
		begin
			r_State <= i_Switch;
			r_Count <= 0;
		end
		else
			r_Count <= 0;
	end
	assign o_Switch = r_State;
endmodule
module Seven_Segment_Top
	(input  i_Clk,
	input  i_Switch_1,
	output o_Segment2_A,
	output o_Segment2_B,
	output o_Segment2_C,
	output o_Segment2_D,
	output o_Segment2_E,
	output o_Segment2_F,
	output o_Segment2_G);
	wire w_Switch_1;
	reg r_Switch_1 = 1'b0;
	reg [3:0] r_Count = 4'b0000;
	wire w_Segment2_A;
	wire w_Segment2_B;
	wire w_Segment2_C;
	wire w_Segment2_D;
	wire w_Segment2_E;
	wire w_Segment2_F;
	wire w_Segment2_G;
 	Debounce_Switch Debounce_Inst1
	(.i_Clk(i_Clk),
	.i_Switch(i_Switch_1),
	.o_Switch(w_Switch_1));
	always @(posedge i_Clk)
	begin
		r_Switch_1 <= w_Switch_1;          
		if (w_Switch_1 == 1'b1 && r_Switch_1 == 1'b0)
    		begin
			if (r_Count >= 9)
				r_Count <= 0;
			else
				r_Count <= r_Count + 1;
		end
	end
	Binary_To_Seven_Segment Binary_To_Seven_Segment_Inst1
	(.i_Clk(i_Clk),
	.i_Binary_Number(r_Count),
	.o_Segment_A(w_Segment2_A),
	.o_Segment_B(w_Segment2_B),
	.o_Segment_C(w_Segment2_C),
	.o_Segment_D(w_Segment2_D),
	.o_Segment_E(w_Segment2_E),
	.o_Segment_F(w_Segment2_F),
	.o_Segment_G(w_Segment2_G));
 	assign o_Segment2_A = ~w_Segment2_A;
	assign o_Segment2_B = ~w_Segment2_B;
	assign o_Segment2_C = ~w_Segment2_C;
	assign o_Segment2_D = ~w_Segment2_D;
	assign o_Segment2_E = ~w_Segment2_E;
	assign o_Segment2_F = ~w_Segment2_F;
	assign o_Segment2_G = ~w_Segment2_G;
endmodule
==> ./run.sh <==
#!/bin/bash
# OpenROAD 26Q1-2900-gdf79404cd8, Yosys 0.63+post, stock flow scripts
make -C /OpenROAD-flow-scripts/flow DESIGN_CONFIG=/design/flow/config.mk WORK_HOME=/design/flow/orfs finish
==> ./config.mk <==
export PLATFORM = sky130hd
export DESIGN_NAME = Seven_Segment_Top
export DESIGN_NICKNAME = Seven_Segment_Top
export VERILOG_FILES = /design/flow/design.v
export SDC_FILE = /design/flow/constraint.sdc
export NUM_CORES = 4
export LEC_CHECK = 1
export CORE_AREA = 10 10 97 97
export DIE_AREA = 0 0 107 107
==> ./constraint.sdc <==
current_design Seven_Segment_Top

set clk_period 3.7
set clk_io_pct 0.2

create_clock -name clk0 -period $clk_period [get_ports {i_Clk}]

set non_clock_inputs [all_inputs -no_clocks]
set_input_delay [expr $clk_period * $clk_io_pct] -clock clk0 $non_clock_inputs
set_output_delay [expr $clk_period * $clk_io_pct] -clock clk0 [all_outputs]
==> results.sh <==
# source this file to load flow results
export IMPL_wl_met1_um=1576
export IMPL_synth_cells=189
export IMPL_outcome="finished, final reports clean"
export IMPL_hold_path_class="reg -> reg"
export IMPL_rows=31
export IMPL_chip_area_um2=11450
export IMPL_cts_buffers=5
export IMPL_drt_iter0_drc=45
export IMPL_whs_ns=0.4525
export IMPL_grt_start_max_net_pins=21
export IMPL_insertedDiodeCount=0
export IMPL_reg2reg_depth=6
export IMPL_synthesis_area_um2=1614
export IMPL_crit_fanout=11
export IMPL_num_vias=1195
export IMPL_grt_pass1_vias=1182
export IMPL_die_h_um=107
export IMPL_numClockSinks=31
export IMPL_crit_chain="inv_1 -> ha_1 -> nor2_1 -> o21ai_0 -> nand2_1 -> a221o_1"
export IMPL_path_delay_family="AND-OR/OR-AND gates"
export IMPL_clkTransAtPathRegs_ns=0.07
export IMPL_ir_drop_uv=186.0
export IMPL_start_kind="flop"
export IMPL_post_cts_resized=0
export IMPL_enable_flop_cells=5
export IMPL_routedWlPerCell_um=9.520
export IMPL_yosys_register_bits=31
export IMPL_layout_drive_gt1_share_pct=7.614
export IMPL_synth_main_ff_cell="dfxtp_1"
export IMPL_cts_tree="done"
export IMPL_lay_top_count="nor2_1"
export IMPL_drc=0
export IMPL_tns_ns=0
export IMPL_die_width_um=107
export IMPL_grt_pass1_wl_um=5250
export IMPL_cts_root_buf="clkbuf_8"
export IMPL_synth_cell_types=41
export IMPL_maxSlewViolCount=0
export IMPL_gp_congestion=0.8219
export IMPL_rsz0062_at_grt="false"
export IMPL_min_to="r_Switch_1$_DFF_P_"
export IMPL_insertion_delay_ns=0.29
export IMPL_wl_um=2818
export IMPL_ant_nets=0
export IMPL_top_regs="Debounce_Inst1.r_Count x18, r_Count x4"
export IMPL_yosys_cells=189
export IMPL_clockBufferDepth=2
export IMPL_utilization_pct=25.86
export IMPL_tightest_slew_ns=0.5562
export IMPL_portBuffers=8
export IMPL_hpwl_um=1928
export IMPL_r2r_start="r_Count[0]$_SDFFCE_PP0P_"
export IMPL_yosys_warnings=3
export IMPL_htreeDepth=2
export IMPL_p_leak_nw=0.6950
export IMPL_track_usage_pct=5.321
export IMPL_warnings=30
export IMPL_fin_crit_ns=1.947
export IMPL_critPathArrivalTime_ns=2.12
export IMPL_vias_per_cell=4.037
export IMPL_grt_overflow=0
export IMPL_dr_wl_met2_um=1048
export IMPL_fin_crit_sh_pct=52.61
export IMPL_whs_path_depth=0
export IMPL_slew_headroom_pct=62.92
export IMPL_path_buffers=1
export IMPL_slowest_delay_ns=0.46
export IMPL_finalSetupViolCount=0
export IMPL_reg2reg_to="Binary_To_Seven_Segment_Inst1.r_Segment_E$_SDFFE_PP1P_"
export IMPL_area_delta_synth_final_pct=16.82
export IMPL_largest_register="Debounce_Inst1.r_Count"
export IMPL_p_per_area_nw_per_um2=360.8
export IMPL_dpl_cell_area_um2=1773
export IMPL_wl_met3_um=164
export IMPL_ios=9
export IMPL_yosys_area_um2=1614
export IMPL_cp_required_ns=3.87
export IMPL_fp_util_pct=22.13
export IMPL_lay_top_cells="34 x nor2_1, 26 x dfxtp_1, 17 x inv_1"
export IMPL_syn_mean_instance_area_um2=8.540
export IMPL_largest_reg_flops=18
export IMPL_hold_viol=0
export IMPL_maxClockFrequency_ghz=0.5137
export IMPL_top_layer="met4"
export IMPL_drtPass1Iterations=4
export IMPL_skew_ns=0.01053
export IMPL_hold_path_startpoint="Debounce_Inst1.r_State$_DFFE_PP_"
export IMPL_synth_seq_share_pct=41.55
export IMPL_cts_hold_buf=0
export IMPL_drv_cap=0
export IMPL_power_uw=680.4
export IMPL_antenna_found_initial=0
export IMPL_path_class="reg -> reg"
export IMPL_r2r_slack_ns=1.75
export IMPL_async_reset_ff_share_pct=0
export IMPL_core_area_um2=7292
export IMPL_cts_setup_buffers=0
export IMPL_critical_path_endpoint_type="flop"
export IMPL_slowest_stage="edfxtp_1"
export IMPL_design_area_um2=1886
cell type report:
| cell class | instances | area [um^2] |
|---|---|---|
| sequential | 31 | 670.6 |
| clock inverter | 1 | 5.005 |
| fill | 807 | 5406 |
| timing repair buffer | 8 | 80.08 |
| inverter | 17 | 63.81 |
| multi-input combinational | 133 | 834.6 |
| clock buffer | 7 | 107.6 |
| tap | 99 | 123.9 |
worst reg2reg max path: stages, from the launching register on:
cell and delay (ns):
edfxtp_1 0.46, inv_1 0.14, ha_1 0.38, nor2_1 0.18, o21ai_0 0.25, nand2_1 0.13
a221o_1 0.30
logic make-up after synthesis:
logic type / Yosys count / synth area share [%]
AND/OR/NAND/NOR: 80 / 24.96
flip-flops: 31 / 41.55
AND-OR/OR-AND: 30 / 12.64
buffers and inverters: 25 / 6.744
XOR/XNOR: 16 / 8.683
adder cells (fa/ha/maj): 7 / 5.426
synthesized netlist by cell type (2+ instances only):
library cell,count,share of area (%)
nor2_1,34,7.9
dfxtp_1,26,32
inv_1,17,4.0
xnor2_1,15,8.1
a21oi_1,10,3.1
nand2_1,10,2.3
nor3_1,8,2.5
ha_1,7,5.4
nor4_1,6,2.3
o21ai_0,6,1.9
clkbuf_1,5,1.2
edfxtp_1,5,9.3
nand3_1,5,1.6
nand4_1,3,1.2
nor2b_1,3,1.2
a31oi_1,2,0.78
nand2b_1,2,0.78
nor4b_1,2,1.1
per-stage QoR:
step           setup WS, ns  std cells
6_report              1.753        296
5_1_grt               1.528        296
4_1_cts               1.756        296
3_5_place_dp          1.748        288
3_3_place_gp          1.764        288
2_1_floorplan         1.994        189
per-layer routing:
layer  global-route usage (%)  up-vias
li1                         -      657
met1                    7.805      520
met2                    7.419       14
met3                    1.941        4
met4                   0.8704        0
met5                        0        -
worst max-delay path by stage:
| stage | from | to | slack [ns] | cells after the start |
|---|---|---|---|---|
| 4_1_cts | r_Count[0]$_SDFFCE_PP0P_ | Binary_To_Seven_Segment_Inst1.r_Segment_E$_SDFFE_PP1P_ | 1.76 | 6 |
| 5_1_grt | r_Count[0]$_SDFFCE_PP0P_ | Binary_To_Seven_Segment_Inst1.r_Segment_E$_SDFFE_PP1P_ | 1.53 | 6 |
| 6_report | r_Count[0]$_SDFFCE_PP0P_ | Binary_To_Seven_Segment_Inst1.r_Segment_E$_SDFFE_PP1P_ | 1.75 | 6 |
power breakdown:
part	leakage, nW	switching, mW	total [mW]	internal, mW
Combinational	0.376	0.00646	0.0124	0.00591
Sequential	0.260	0.00313	0.347	0.344
Clock	0.0594	0.130	0.321	0.191
Total	0.695	0.140	0.680	0.541
No activity file was given, so power comes from the tool's default toggle rates.
